==> flow/design.v <==
`timescale 1ns / 1ps
module hermes_buffer (
    input        clock,
    input        reset,
    input        clock_rx,
    input        rx,
    input [15:0] data_in,
    output       credit_o,
    output       h,
    input        ack_h,
    output       data_av,
    output [15:0] data,
    input        data_ack,
    output       sender
);
localparam S_INIT       = 0;
localparam S_PAYLOAD    = 1;
localparam S_SENDHEADER = 2;
localparam S_HEADER     = 3;
localparam S_END        = 4;
localparam S_END2       = 5;
localparam TAM_BUFFER  = 16;
localparam TAM_POINTER = 4;
reg [3:0] EA;
reg [15:0] buff [0:TAM_BUFFER-1];
reg [TAM_POINTER-1:0] first, last;
reg tem_espaco;
reg [15:0] counter_flit;
reg h_reg, data_av_reg, sender_reg;
assign credit_o = tem_espaco;
assign h        = h_reg;
assign data_av  = data_av_reg;
assign sender   = sender_reg;
assign data     = buff[first];
always @(posedge clock_rx or posedge reset) begin
    if (reset) begin
        tem_espaco <= 1'b1;
    end
    else begin
        tem_espaco <= ~((first == 0 && last == TAM_BUFFER-1) || (first == last+1));
    end
end
always @(negedge clock_rx or posedge reset) begin
    if (reset) begin
        last <= 0;
    end
    else if (tem_espaco && rx) begin
        buff[last] <= data_in;
        last <= (last == TAM_BUFFER-1) ? 0 : last + 1;
    end
end
always @(posedge clock or posedge reset) begin
    if (reset) begin
        counter_flit <= 0;
        h_reg       <= 0;
        data_av_reg <= 0;
        sender_reg  <= 0;
        first       <= 0;
        EA          <= S_INIT;
    end
    else begin
        case (EA)
            S_INIT: begin
                counter_flit <= 0;
                h_reg       <= 0;
                data_av_reg <= 0;
                sender_reg  <= 0;
                if (first != last) begin
                    h_reg <= 1'b1;
                    EA    <= S_HEADER;
                end
            end
            S_HEADER: begin
                if (ack_h) begin
                    EA          <= S_SENDHEADER;
                    h_reg       <= 1'b0;
                    data_av_reg <= 1'b1;
                    sender_reg  <= 1'b1;
                end
            end
            S_SENDHEADER: begin
                if (data_ack) begin
                    first <= (first == TAM_BUFFER-1) ? 0 : first + 1;
                    data_av_reg <= (first+1 != last);
                    EA <= S_PAYLOAD;
                end
            end
            S_PAYLOAD: begin
                if (data_ack) begin
                    if (counter_flit != 16'h0001) begin
                        counter_flit <= (counter_flit == 0) ? buff[first] : counter_flit - 1;
                        first <= (first == TAM_BUFFER-1) ? 0 : first + 1;
                        data_av_reg <= (first+1 != last);
                    end
                    else begin
                        first <= (first == TAM_BUFFER-1) ? 0 : first + 1;
                        data_av_reg <= 1'b0;
                        sender_reg  <= 1'b0;
                        EA <= S_END;
                    end
                end
                else if (first != last) begin
                    data_av_reg <= 1'b1;
                end
            end
            S_END:  EA <= S_END2;
            S_END2: EA <= S_INIT;
        endcase
    end
end
endmodule
==> flow/run.sh <==
#!/bin/bash
# OpenROAD 26Q1-2900-gdf79404cd8, Yosys 0.63+post, stock flow scripts
make -C /OpenROAD-flow-scripts/flow DESIGN_CONFIG=/design/flow/config.mk WORK_HOME=/design/flow/orfs finish
==> flow/config.mk <==
export PLATFORM = sky130hd
export DESIGN_NAME = hermes_buffer
export DESIGN_NICKNAME = hermes_buffer
export VERILOG_FILES = /design/flow/design.v
export SDC_FILE = /design/flow/constraint.sdc
export NUM_CORES = 4
export LEC_CHECK = 1
export CORE_UTILIZATION = 30
==> flow/constraint.sdc <==
current_design hermes_buffer

set clk_period 4.1
set clk_io_pct 0.2

create_clock -name clk0 -period $clk_period [get_ports {clock}]
create_clock -name clk1 -period $clk_period [get_ports {clock_rx}]

set non_clock_inputs [all_inputs -no_clocks]
set_input_delay [expr $clk_period * $clk_io_pct] -clock clk0 $non_clock_inputs
set_output_delay [expr $clk_period * $clk_io_pct] -clock clk0 [all_outputs]
==> impl_metrics.tcl <==
# implementation run metrics
set metrics [dict create \
    outcome "finished, violations left" \
    violations "negative setup slack" \
    netlist_instances 833 \
    tns_ns -10.86 \
    path_max_fanout 2 \
    num-fill-cells 3527 \
    start_kind "flop" \
    ys_ff 290 \
    worst_slew_pin_slew_ns 0.886 \
    dieArea_um2 40900 \
    crit_chain "and4_1 > a211o_1 > a2111oi_4 > buf_4 > nand2_2 > buf_2" \
    io_buffers 40 \
    wl_met1_um 12800 \
    die_x_um 202 \
    postRouteAntennaNets 0 \
    tritoncts "built" \
    synth_top_flop_cell "edfxtp_1" \
    criticalPathCategory "reg -> out" \
    grt_pass1_wl_um 50900 \
    ys_warn_count 2 \
    cap_violations 0 \
    logic_area_um2 3450 \
    vdd_drop_max_mv 0.340 \
    dr.pass1.iters 5 \
    rsz0062_at_grt "true" \
    antenna_found_initial 0 \
    grt_pass1_vias 9353 \
    synth_cell_types 70 \
    required_ns 3.28 \
    setup_viol 18 \
    initCoreUtil_pct 30.7 \
    vias 8664 \
    dp.cells 1414 \
    drt_iter0_drc 613 \
    largest_reg_flops 256 \
    die_y_um 202 \
    drcViolationCount 0 \
    grt_overflow_total 0 \
    async_flop_share_pct 11.7 \
    slowest_delay_ns 0.34 \
    synth_area_um2 12000 \
    worst_ep_arrival_time_ns 4.07 \
    wirelength_um 33200 \
    cp_slowest_cell "edfxtp_1" \
    gp_congestion 0.852 \
    fin_worst_skew_ns 0.0618 \
    edf_count 256 \
    drive_gt1_share_pct 18.2 \
    avgSynthCellArea_um2 14.4 \
    dp_hpwl_um 19400 \
    grt_start_max_net_pins 68 \
    area_delta_synth_final_pct 31.7 \
    wl_met2_um 14900 \
    power.density_nw_per_um2 731 \
    dp_slack_ns -0.573 \
    hold_viol_final 0 \
    hold_path.class "reg -> reg" \
    reg.largest.list "buff x256, counter_flit x16, EA x6" \
    io_pins 42 \
    flop_area_um2 8540 \
    finalNonFillerCells 1734 \
    tool_warnings 293 \
    top_layer "met4" \
    yosys_area_um2 12000 \
    p_leak_nw 6.37 \
    setup_slack_ns -0.790 \
    end_kind "output port" \
    final_max_slew_viol_count 0 \
    vias_per_cell 5.00 \
    track_usage_pct 17.6 \
    cts_sinks 290 \
    yosys_cells 833 \
    wire_per_inst_um 19.1 \
    num_rows 72 \
    relSlewSlack_pct 40.7 \
    coreArea_um2 39100 \
    ys_seq_share_pct 71.1 \
    num_antenna_cells 0 \
    top_register "buff" \
    wl_met3_um 4800 \
    path_clk_slew_ns 0.05 \
]
-- repair_timing --
| action | in CTS | in global routing |
|---|---|---|
| endpoints found under the setup margin | 22 | 52 |
| gates resized | 93 | 21 |
| buffers inserted | 34 | 6 |
| pin swaps | 64 | 30 |
| hold buffers | 0 | 0 |
-- power breakdown --
group	internal (W)	switching, W
Clock	0.00190	0.00175
Sequential	0.00348	0.000196
Combinational	0.00179	0.00245
-- kinds of logic after synthesis --
| group | count (synthesis) | synth area share, % |
|---|---|---|
| DFF | 290 | 71.1 |
| AOI/OAI and AO/OA | 231 | 14.4 |
| and+or+nand+nor | 207 | 8.90 |
| buffers and inverters | 72 | 2.68 |
| xor gates and xnor gates | 15 | 1.09 |
| adders and majority gates | 11 | 1.15 |
| muxes | 7 | 0.687 |
-- cell usage in the layout (no fill, tap or decap), types with 8 or more instances in the layout --
master	count
nand3b_1	9
a21oi_1	33
a22oi_1	35
o211ai_1	8
nor3_1	9
buf_12	12
xnor2_1	10
dfrtp_1	26
a221o_1	18
edfxtp_1	256
nor2_2	11
a211o_1	8
buf_2	13
nand3_1	38
nor2_1	23
clkbuf_16	34
clkdlybuf4s50_1	24
inv_1	279
nand2_2	9
o21ai_0	30
buf_6	10
nand4_1	8
buf_4	66
nand2_1	53
a222oi_1	16
-- worst max-delay path, delay by kind of cell (launching register included) --
family,cells,cell delay (ns)
AND-OR/OR-AND,2,0.55
flip-flops,1,0.34
buffers and inverters,2,0.29
AND/OR/NAND/NOR,2,0.25
-- per-stage QoR --
| step | total power [W] | util, % | area (um2) | hold WS [ns] |
|---|---|---|---|---|
| after floorplan | 0.00625 | - | 12100 | 0.331 |
| after global placement | 0.00804 | 34.9 | 13600 | 0.335 |
| after detailed placement | 0.00804 | 34.9 | 13600 | 0.343 |
| after CTS | 0.0117 | 40.5 | 15800 | 0.365 |
| after global routing | 0.0124 | 40.5 | 15800 | 0.390 |
| final | 0.0116 | 40.5 | 15800 | 0.366 |
-- worst paths after layout --
kind | startpoint | to | slack, ns | depth (start not counted)
min in group asynchronous | reset | first[0]$_DFFE_PP0P_ | 1.30 | 4
max reg2reg | buff[11][4]$_DFFE_NP_ | counter_flit[4]$_DFFE_PP0P_ | -0.06 | 6
min reg2reg | EA[1]$_DFF_PP0_ | EA[4]$_DFF_PP0_ | 0.37 | 0
min | EA[1]$_DFF_PP0_ | EA[4]$_DFF_PP0_ | 0.37 | 0
min in group clk1 | last[0]$_DFFE_NP0P_ | last[0]$_DFFE_NP0P_ | 0.55 | 1
max in group clk1 | rx | buff[3][4]$_DFFE_NP_ | 0.14 | 6
max | buff[13][1]$_DFFE_NP_ | data[1] | -0.79 | 6
max in group asynchronous | reset | last[1]$_DFFE_NP0P_ | 1.27 | 3
-- cell usage after synthesis (all sizes together), types with 11 or more instances --
cell / count / area [um2]
buf: 35 / 183
nor3: 14 / 70.1
o21ai: 34 / 170
a22oi: 38 / 285
a21oi: 39 / 195
a222oi: 16 / 160
nand3: 38 / 190
dfrtp: 28 / 701
inv: 16 / 60.1
ha: 11 / 138
nand2: 62 / 233
nor2: 35 / 131
a221o: 18 / 180
a221oi: 13 / 114
clkbuf: 21 / 78.8
edfxtp: 256 / 7690
-- final cells by class --
cell class / instances / area share (%)
sequential: 290 / 54.0
multi-input combinational: 471 / 21.8
timing repair buffer: 125 / 7.29
clock inverter: 281 / 7.08
clock buffer: 34 / 5.38
tap: 518 / 4.09
inverter: 15 / 0.356
-- metal layers --
metal	track usage (%)	up-vias
li1	-	4058
met1	21.1	4085
met2	24.1	462
met3	13.7	59
met4	6.26	0
met5	0	-
Power is estimated from default activity; no workload was simulated.
